<file path="/design/flow/config.mk">
export PLATFORM = sky130hd
export DESIGN_NAME = schedule
export DESIGN_NICKNAME = schedule
export VERILOG_FILES = /design/flow/design.v
export SDC_FILE = /design/flow/constraint.sdc
export NUM_CORES = 4
export LEC_CHECK = 1
export CORE_UTILIZATION = 40
</file>
<file path="/design/flow/constraint.sdc">
current_design schedule

set clk_period 5.6
set clk_io_pct 0.2

create_clock -name clk0 -period $clk_period [get_ports {clk}]

set non_clock_inputs [all_inputs -no_clocks]
set_input_delay [expr $clk_period * $clk_io_pct] -clock clk0 $non_clock_inputs
set_output_delay [expr $clk_period * $clk_io_pct] -clock clk0 [all_outputs]
</file>
<file path="/design/flow/design.v">
module schedule(
    input clk,
    input rst_n,
    input type,
    input[2:0] unit,
    input[5:0] r1_in_rn,
    input[5:0] r2_in_rn,
    input[5:0] rd_in_rn,
    input[5:0] rd2_in_rn,
    output reg sc_ready,
    input[5:0] reg1_finished,
    input[5:0] reg2_finished,
    output reg[5:0] rd_out_rn,
    output reg[5:0] rd2_out_rn,
    output reg alu1_en,
    output reg alu2_en,
    output reg advint_en,
    output reg memunit_en,
    output reg branch_en,
    input alu1_busy,
    input alu2_busy,
    input advint_busy,
    input memunit_busy,
    input branch_busy
    );
    reg[63:0] reg_busy;
    wire alu_type, advint_type, memunit_type, branch_type;
    assign alu_type = ~unit[2];
    assign advint_type = ~type && unit==3'h4;
    assign memunit_type = type && (unit==3'h4 | unit==3'h5 | unit==3'h6);
    assign branch_type = unit==3'h7;
    wire instIssued;
    assign instIssued = alu1_en | alu2_en | advint_en | memunit_en | branch_en;
    reg operand_unavailable;
    always @(*)
    begin
        operand_unavailable = 0;
        if(reg_busy[r1_in_rn] && r1_in_rn!=reg1_finished && r1_in_rn!=reg2_finished) operand_unavailable = 1;
        else if(reg_busy[r2_in_rn] && r2_in_rn!=reg2_finished && r2_in_rn!=reg1_finished) operand_unavailable = 1;
        else if(instIssued) begin
            if(|r1_in_rn) begin
                if(rd_out_rn==r1_in_rn) operand_unavailable = 1;
                else if(rd2_out_rn==r1_in_rn) operand_unavailable = 1;
            end
            if(|r2_in_rn) begin
                if(rd_out_rn==r2_in_rn) operand_unavailable = 1;
                else if(rd2_out_rn==r2_in_rn) operand_unavailable = 1;
            end
        end
    end
    always @(*)
    begin
        sc_ready = 0;
        if(~operand_unavailable & ~branch_busy) begin  
            if(alu_type & (~alu1_busy | ~alu2_busy)) sc_ready = 1;
            else if(advint_type & ~advint_busy) sc_ready = 1;
            else if(memunit_type & ~memunit_busy) sc_ready = 1;
            else if(branch_type) sc_ready = 1;
        end
    end
    always @(posedge clk or negedge rst_n)
    begin
        if(~rst_n) begin
            alu1_en <= 0;
            alu2_en <= 0;
            advint_en <= 0;
            memunit_en <= 0;
            branch_en <= 0;
            rd_out_rn <= 6'h0;
            rd2_out_rn <= 6'h0;
            reg_busy <= 64'h0;
        end else begin
            alu1_en <= 0;
            alu2_en <= 0;
            advint_en <= 0;
            memunit_en <= 0;
            branch_en <= 0;
            reg_busy[reg1_finished] <= 0;
            reg_busy[reg2_finished] <= 0;
            if(~operand_unavailable & ~branch_busy) begin
                if(alu_type & ~alu1_busy) begin
                    alu1_en <= 1;
                    rd_out_rn <= rd_in_rn;
                    if(|rd_in_rn) reg_busy[rd_in_rn] <= 1;
                end else if(alu_type & ~alu2_busy) begin
                    alu2_en <= 1;
                    rd_out_rn <= rd_in_rn;
                    if(|rd_in_rn) reg_busy[rd_in_rn] <= 1;
                end else if(advint_type & ~advint_busy) begin
                    advint_en <= 1;
                    rd_out_rn <= rd_in_rn;
                    rd2_out_rn <= rd2_in_rn;
                    if(|rd_in_rn) reg_busy[rd_in_rn] <= 1;
                    if(|rd2_in_rn) reg_busy[rd2_in_rn] <= 1;
                end else if(memunit_type & ~memunit_busy) begin
                    memunit_en <= 1;
                    rd_out_rn <= rd_in_rn;
                    if(|rd_in_rn && unit!=3'h6) reg_busy[rd_in_rn] <= 1;
                end else if(branch_type) begin
                    branch_en <= 1;
                    rd_out_rn <= rd_in_rn;
                end
            end
        end
    end
endmodule
</file>
<file path="/design/flow/run.sh">
#!/bin/bash
# OpenROAD 26Q1-2900-gdf79404cd8, Yosys 0.63+post, stock flow scripts
make -C /OpenROAD-flow-scripts/flow DESIGN_CONFIG=/design/flow/config.mk WORK_HOME=/design/flow/orfs finish
</file>
==> run notes <==
After layout, the setup clock skew is reported as 9.59 ps. For reference, the most critical setup path is categorized as input pin to output port. The run gives 50 for the cell row count.

The x dimension of the die works out to 142 µm. In the power breakdown, the internal column shows 1260 µW. The maximum fanout along the worst path was 11. After synthesis, the chip area reported by Yosys is 0.00789 mm².

Per the detail_route report, DRC violations left total 0. Yosys mapped a number of flops with a built-in enable equal to 0. The final power report lists total power as 1930 µW. Post-placement worst setup slack: 167 ps. The OpenROAD report gives the critical path a required time of 4480 ps. The arrival time of data at the worst endpoint is listed as 4290 ps. The nature of the critical path endpoint was an output port. Looking at the VDD voltage map, the peak drop is 0.143 mV.

Counting endpoints that fail hold in the final report gives 0. The ratio of routed vias to standard cells is 6.80, and the setup-violating endpoint count in the final report is 0. For the finished layout, the period the worst path requires is 5410 ps. Once synthesis finished, the tally of register bits stood at 81. After routing, the total negative slack on setup checks comes to 0 ps.

The fmax came out at 0.185 GHz. For the relative slew slack, the log shows 0.453. The logs give 0.319 for the combinational share of power and 1194 for the final cell count without fillers. Setup repair after global routing left no endpoint under its margin. The total congestion overflow after global routing is 0, and the number of different library cells in the post-synthesis netlist is 79.

The height of the die was 142 µm. The tools report the launching element type of the critical path as an input pin. The layout cell share with drive strength beyond 1 works out to 0.117. After clock tree synthesis, the clock-pin slew on the worst setup and hold paths is 60 ps.

By area the synthesized netlist is led by dfrtp_1, o221ai_1, xnor2_1. The number of warnings in the stage logs is 37. In this run the cell area of the synthesized design comes to 0.00789 mm².

The count of port buffers added during placement was 64. Global routing usage summed across all routing layers: 0.339. The H-tree depth came out at 3. The number of clock buffers added by TritonCTS is 9. Per the post-synthesis stats, the area per cell is 8.79 µm². The run gives 24800 µm for the HPWL after detailed placement.

The dominant synthesized flop cell was dfrtp_1. For the number of DRC violations after detailed-routing iteration 0, the log shows 792. The reported max-cap violation count was 0; the quantity of gates resized following cts was 0. The layout overhead on the synthesized area is 14.9%. With the per-cell routed wire length at 26.9 µm, the maximum number of pins on one net before global-route repair is 60. The post-synthesis cell count is 897. The last weighted congestion value of the routability-driven placer came out at 1.04. The logs give 8120 for the routed via count and 0 for the max-slew violation count.

The share of flip-flops with an asynchronous set or reset after synthesis works out to 1.00. The synthesized netlist was found by Yosys to have 897 cells. The class of the tightest hold or removal check was flop to flop. At the pin with the least slew margin, the transition time is 812 ps. The portion of the clock cycle consumed by the worst path in the final layout is 0.967, and the share of Yosys cell area claimed by the top area cell type is 0.257. TritonCTS built the clock tree. The tools report the setup slack of the critical path after layout as 186 ps. The global-route wire length before repair is 48900 µm.

The most area-hungry cell type in the Yosys netlist was dfrtp_1. For the register share after synthesis, the log shows 0.257. The flow ran to the end, and the final reports show no timing, DRC or antenna violations. For the standby leakage power, the log shows 0.00330 µW. The detail route stage leaves a number of antenna-violating nets equal to 0. Total number of yosys warnings: 1.

Power spread over the standard cell area amounts to 213 mW/mm². The final layout contains routed wiring with a total length of 32100 µm. The net switching power was 671 µW. According to the floorplan report, the placeable core area is 0.0190 mm². The clock passes through at most 2 buffers. The tools report the count of fill cells added during filler insertion as 1849.

The run gives 0.301 for the portion of total power attributed to the clock network. With the relative contribution of sequential cells to total power at 0.381, the antenna diode count is 0. The tools report the number of cells after detailed placement as 1178. Per the skew report, the later register of the worst-skew pair sees a clock latency of 350 ps. For this design, the sink count on the clock tree is 81. The tools report the initial core utilization as 0.415.

During I/O placement, the number of pins put on the boundary was 65. The detailed-routing iteration count for the pre-antenna-repair pass was 6. The launch point of the worst min-delay path is recorded as reg_busy[57]. The run gives 7681 for the via count of the first global-routing pass. The launch point of the critical path was reported as r2_in_rn[0].

Once the clock tree was built, the setup fixing pass inserted 0 buffers. The utilization after layout came out at 0.476. The switching share of power is 0.348, and the overall die area is 0.0203 mm².

The initial antenna violation count is 0, and the post-cts hold-fix buffer tally is 0. The tools report the startpoint of the worst register-to-register path as reg_busy[27]. Looking at the clock tree report, the root buffer type is clkbuf_16.
flip-flops by register name, summed over array words and instances, names as in the netlist:
name        count
advint_en       1
rd2_out_rn      6
branch_en       1
rd_out_rn       6
alu2_en         1
alu1_en         1
reg_busy       64
memunit_en      1
worst paths after layout:
| kind | endpoint | slack, ps | cells after the start |
|---|---|---|---|
| setup / recovery | sc_ready | 190 | 11 |
| hold / removal | reg_busy[57] | 580 | 2 |
| setup reg to reg | reg_busy[28] | 2290 | 9 |
| hold reg to reg | reg_busy[57] | 580 | 2 |
| max in group asynchronous | alu1_en | 3850 | 2 |
| min in group asynchronous | reg_busy[20] | 740 | 1 |
power by group through the flow:
stage	combinational (µW)	clock [µW]	sequential, µW
CTS	604	584	729
global route	664	610	739
finish	615	579	733
Yosys cell counts, drive strengths merged (19+ instances only):
cell type	number
a21oi	20
a22oi	22
a32oi	27
and2	22
buf	19
clkbuf	56
dfrtp	81
inv	23
mux2i	20
mux4	25
nand2	71
nor2	47
nor3	28
o21ai	54
o221ai	58
o22ai	20
o31ai	25
xnor2	43
layer usage:
layer,global-route usage,part of all wire
met1,0.500,0.43
met2,0.495,0.43
met3,0.0970,0.10
met4,0.0973,0.036
met5,0,0
cell type report:
cell class	instances	area [µm²]	share of cell area
Timing Repair Buffer	96	873	0.0964
Clock inverter	6	58.8	0.00649
Multi-Input combinational cell	718	5460	0.603
Tap cell	260	325	0.0359
Clock buffer	10	229	0.0253
Inverter	23	86.3	0.00953
Sequential cell	81	2030	0.224
cells by family (layout without fill, tap and decap cells):
family | Yosys count | count (layout) | synth area share
compound gates | 306 | 306 | 0.291
xor+xnor | 51 | 51 | 0.0566
fa+ha+maj | 16 | 16 | 0.0254
buf+inv | 98 | 135 | 0.0530
flops | 81 | 81 | 0.257
mux | 63 | 63 | 0.127
simple gates | 282 | 282 | 0.190
cell usage in the layout, fill, tap and decap left out, types with 22 or more instances in the layout:
master / n
o21ai_0: 50
a22oi_1: 22
nor2_1: 47
a32oi_1: 27
xnor2_1: 43
clkdlybuf4s50_1: 62
nor3_1: 25
buf_4: 33
o31ai_1: 25
dfrtp_1: 81
inv_1: 23
o221ai_1: 58
nand2_1: 70
per-stage QoR:
step	area (µm²)	hold slack [ps]
after floorplan	7890	505
after global placement	8770	559
after detailed placement	8770	569
after CTS	9060	581
after global routing	9060	613
final	9060	576
critical path, cell delays in order:
cell	delay, ps
clkdlybuf4s50_1	550
buf_4	210
buf_4	240
mux4_1	570
mux2_2	290
a221oi_1	220
or4_1	200
o2111a_2	260
nand3_2	90
inv_1	70
clkdlybuf4s50_1	450
No activity file was given, so power comes from the tool's default toggle rates.
