==> design.v <==
module regfile(
    input clk,
    input rst_n,
    input[63:0] w_data,
    output reg[63:0] r1_data,
    output reg[63:0] r2_data,
    input[5:0] r1_rn,
    input[5:0] r2_rn,
    input[5:0] w_rn,
    input w_en
    );
    reg[63:0] file[1:63];
    reg[63:0] r1_data_pre, r2_data_pre;
    integer i;
    initial for(i = 1; i<64; i = i+1) file[i] <= 64'h0;
    always @(posedge clk) if(w_en && w_rn!=6'h0) file[w_rn] <= w_data;
    always @(posedge clk or negedge rst_n)
    begin
        if(~rst_n) r1_data <= 64'h0;
        else if(r1_rn==6'h0) r1_data <= 64'h0;
        else r1_data <= (w_rn==r1_rn && w_en) ? w_data : file[r1_rn];
    end
    always @(posedge clk or negedge rst_n)
    begin
        if(~rst_n) r2_data <= 64'h0;
        else if(r2_rn==6'h0) r2_data <= 64'h0;
        else r2_data <= (w_rn==r2_rn && w_en) ? w_data : file[r2_rn];
    end
endmodule
==> run.sh <==
#!/bin/bash
# OpenROAD 26Q1-2900-gdf79404cd8, Yosys 0.63+post, stock flow scripts
make -C /OpenROAD-flow-scripts/flow DESIGN_CONFIG=/design/flow/config.mk WORK_HOME=/design/flow/orfs finish
==> config.mk <==
export PLATFORM = sky130hd
export DESIGN_NAME = regfile
export DESIGN_NICKNAME = regfile
export VERILOG_FILES = /design/flow/design.v
export SDC_FILE = /design/flow/constraint.sdc
export NUM_CORES = 4
export LEC_CHECK = 1
export CORE_UTILIZATION = 30
==> constraint.sdc <==
current_design regfile

set clk_period 4.1
set clk_io_pct 0.2

create_clock -name clk0 -period $clk_period [get_ports {clk}]

set non_clock_inputs [all_inputs -no_clocks]
set_input_delay [expr $clk_period * $clk_io_pct] -clock clk0 $non_clock_inputs
set_output_delay [expr $clk_period * $clk_io_pct] -clock clk0 [all_outputs]
==> Slide: Implementation Results <==
Flow Results at a Glance

Global route
  • Vias in the first global route: 126000
  • Largest net degree at the start of global routing: 66
  • First-pass GRT wire length: 1040000 µm
  • GR Util All Layers: 0.257
  • Total grt overflow: 0
  • Antenna violations before repair: 107

Routing
  • DRC violations left: 0
  • Via density: 5.95
  • Via count: 116000
  • DR WL/cell: 39.3 µm
  • Initial drt markers: approximately 8900
  • DRT antenna net count: 0
  • Pre-antenna DRT Iters: 6
  • Final WL: 769000 µm

Worst setup path
  • Slowest CP cell: dfrtp_1
  • CP Launch Type: flip-flop
  • Max incr delay on CP: 0.92 ns
  • Required @ worst endpoint: 3.28 ns
  • Delay-heaviest family, CP: flip-flops
  • Crit Path Category: reg2out
  • Buf+Inv Stages, Crit Path: 1
  • CP Data Arrival Time: approximately 2.6 ns
  • CP endpoint kind: output port
  • CP Cell Sequence: clkdlybuf4s50_1
  • Largest fanout on the critical path: 1

Logic synthesis
  • Post-Syn Instances: between 10000 and 15000
  • Top cells by count: edfxtp_1 (4032), mux4_2 (1554), mux2i_1 (860), clkbuf_1 (408), a21oi_1 (374)
  • Ys async rst share: 0.0308
  • Number of synthesized flops with an enable pin: 4032
  • Largest area contributor in the netlist: edfxtp_1
  • Sequential area share after synthesis: 0.656
  • Top cell type's share of synthesized area: 0.639
  • Mapped Area: about 0.19 mm²
  • Cell Type Count: 59
  • Synth Flop Type: edfxtp_1
  • Cell area leaders: edfxtp_1 (64%), mux4_2 (18%), mux2i_1 (4.5%), dfrtp_1 (1.7%), a22oi_1 (1.4%)
  • Warnings, synthesis: 1
  • Syn Area/Cell: between 15 and 20 µm²
  • Yosys cell count: 10100
  • Flops after synth: 4160
  • Most frequent cell after synthesis: edfxtp_1
  • Yosys Chip Area: 0.189 mm²

STA
  • Slew Viols, Final: 0
  • Hold_ws: slightly above 0.09 ns
  • Final Hold Viols: 0
  • PnR worst setup slack: 0.708 ns
  • Min Clock Period, post-route: 3.39 ns
  • Peak Freq: 295 MHz
  • Final Setup Violations: 0
  • Fin crit share: 0.827
  • Slew headroom: 0.245
  • Post-route clock skew: 0.0624 ns
  • Setup TNS: 0 ns
  • Worst slew pin tran: about 1.1 ns
  • RSZ-0062 raised after global routing: false

Final layout
  • Fill cells: 57800
  • Design Area, Final: 0.223 mm²
  • Layout area overhead: 17.7%
  • Layout cell share with drive strength beyond 1: 0.303

Power
  • Switch share: 0.239
  • Peak VDD IR: 0.365 mV
  • Comb power frac: 0.089
  • P_sw: 23.1 mW
  • Clock group share of total power: 0.415
  • P_leak: 71.0 nW
  • Power share of the sequential group: 0.496
  • Pint: approximately 73 mW
  • P per Cell Area: between 400 and 500 mW/mm²

Clock network
  • Clk Latency, worst-skew pair: 1.05 ns
  • Post-CTS setup buffers: 0
  • CTS tree: done
  • CTS Sinks: approximately 4200
  • H-tree lvl count: 5
  • Worst-path clk slew: approximately 0.060 ns
  • PostCTS Resize Cnt: 0
  • Root buf cell: clkbuf_16
  • Clock buffer depth: 4
  • CTS Buf Count: about 440

Floorplanning
  • Die H: around 800 µm
  • Die area: 0.634 mm²
  • Rows: 291
  • Die width: 796 µm
  • IO Count: 213
  • Placeable Area: 0.628 mm²
  • Pre-Place Util: 0.301

Placed design
  • Routability cong.: 0.957
  • Placed inst area: 0.208 mm²
  • Pre-CTS WS: -0.0367 ns
  • DP Wirelength: 481000 µm
  • I/O Buffers: 212

Job
  • Max Cap Viol: 0
  • Tool warnings: 27

Outcome
  • Status: finished clean

Hold path
  • Hold Crit Class: in2reg
==> worst register-to-register path, delay by kind of cell, from the launching register on <==
family          cells  cell delay [ns]
compound gates      4             1.74
flops               1             0.38
simple gates        1             0.39
==> sequential cells by signal, summed over array words and instances, names as in the netlist <==
name	flops
file	4032
r2_data	64
r1_data	64
==> cells in the final DEF, fill, tap and decap left out, types with 44 or more instances in the layout <==
| cell | Yosys | layout |
|---|---|---|
| edfxtp_1 | 4032 | 4032 |
| mux4_2 | 1554 | 1554 |
| mux2i_1 | 860 | 860 |
| buf_4 | 105 | 554 |
| clkbuf_16 | 0 | 445 |
| a21oi_1 | 374 | 374 |
| a22oi_1 | 354 | 354 |
| buf_12 | 0 | 295 |
| o22ai_1 | 231 | 231 |
| nor2_1 | 299 | 220 |
| a211oi_1 | 212 | 212 |
| o21ai_0 | 180 | 180 |
| nand2_1 | 172 | 171 |
| o221ai_1 | 145 | 145 |
| clkdlybuf4s50_1 | 0 | 135 |
| dfrtp_1 | 128 | 128 |
| mux2_2 | 122 | 122 |
| clkinv_2 | 0 | 101 |
| clkbuf_1 | 408 | 93 |
| diode_2 | 0 | 81 |
| clkinv_1 | 0 | 77 |
| nor2_4 | 0 | 75 |
| a22o_1 | 71 | 71 |
| o211ai_1 | 67 | 67 |
| buf_2 | 248 | 64 |
| a221oi_1 | 60 | 60 |
| nand3_1 | 59 | 58 |
| a221o_1 | 46 | 46 |
| a2111oi_0 | 44 | 44 |
==> kinds of logic after synthesis <==
family,after synthesis,share of synthesized area
flip-flops,4160,0.656
multiplexers,2536,0.238
AND-OR/OR-AND,1867,0.0684
buffers and inverters,858,0.0214
AND/OR/NAND/NOR,676,0.0157
XOR/XNOR,12,0.000555
==> through the flow <==
stage / utilization / total power [mW] / cells
2_1_floorplan: - / 52.4 / 10100
3_3_place_gp: 0.332 / 57.1 / 18700
3_5_place_dp: 0.332 / 57.1 / 18700
4_1_cts: 0.354 / 96.4 / 19500
5_1_grt: 0.354 / 98.4 / 19500
6_report: 0.355 / 96.3 / 19600
==> final cells by class <==
| cell class | count | area (µm²) | share of cell area |
|---|---|---|---|
| Clock inverter | 257 | 2450 | 0.0110 |
| Multi-Input combinational cell | 5091 | 61700 | 0.277 |
| Timing Repair Buffer | 1061 | 11900 | 0.0536 |
| Inverter | 2 | 12.5 | 0.0000561 |
| Sequential cell | 4160 | 124000 | 0.558 |
| Tap cell | 8350 | 10400 | 0.0469 |
| Clock buffer | 560 | 11800 | 0.0529 |
| Antenna cell | 81 | 203 | 0.000910 |
==> worst paths after layout <==
path                               from           to  slack, ns  depth (start not counted)
min                          w_data[24]  r1_data[24]       0.09                          3
max in group asynchronous         rst_n  r1_data[27]       2.29                          3
max reg2reg                file[30][50]  r1_data[50]       1.49                          5
min reg2reg                 file[1][41]  r1_data[41]       0.73                          4
min in group asynchronous         rst_n  r1_data[41]       0.40                          2
max                         r2_data[20]  r2_data[20]       0.71                          1
==> power groups by stage <==
stage	Sequential (mW)	Combinational [mW]	Clock, mW
CTS	47.8	8.39	40.2
global route	47.9	8.87	41.7
finish	47.8	8.53	40.0
==> metal layers <==
layer	vias up	wire length, µm	track usage
li1	45100	-	-
met5	-	4240	0.0616
met4	138	51500	0.133
met3	2218	176000	0.262
met1	58300	211000	0.237
met2	10600	327000	0.349
==> repair_timing <==
item | in CTS | in global routing
hold endpoints to repair | 26 | 0
setup endpoints to repair | 0 | 0
hold buffers | 1 | 0
No activity file was given, so power comes from the tool's default toggle rates.
