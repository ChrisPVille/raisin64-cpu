--- design/flow/run.sh ---
#!/bin/bash
# OpenROAD 26Q1-2900-gdf79404cd8, Yosys 0.63+post, stock flow scripts
make -C /OpenROAD-flow-scripts/flow DESIGN_CONFIG=/design/flow/config.mk WORK_HOME=/design/flow/orfs finish
--- design/flow/design.v ---
module commit(
    input clk,
    input rst_n,
    input[63:0] alu1_result,
    input[63:0] alu2_result,
    input[63:0] advint_result,
    input[63:0] advint_result2,
    input[63:0] memunit_result,
    input[63:0] branch_result,
    input[5:0] alu1_rn,
    input[5:0] alu2_rn,
    input[5:0] advint_rn,
    input[5:0] advint_rn2,
    input[5:0] memunit_rn,
    input alu1_valid,
    input alu2_valid,
    input advint_valid,
    input memunit_valid,
    input branch_valid,
    output alu1_stall,
    output alu2_stall,
    output advint_stall,
    output memunit_stall,
    output branch_stall,
    output[63:0] write_data,
    output[5:0] write_rn
    );
    localparam STATE_IDLE = 3'h0;
    localparam STATE_P1 = 3'h1;
    localparam STATE_P2 = 3'h2;
    localparam STATE_P3 = 3'h3;
    localparam STATE_P4 = 3'h4;
    localparam STATE_P5 = 3'h5;
    localparam STATE_P6 = 3'h6;
    reg[2:0] state, next_state;
    reg[5:0] pending_rn[1:6];
    reg[63:0] pending_data[1:6];
    reg[6:1] pending_valid;
    assign alu1_stall = pending_valid[1] && state != STATE_P1;
    assign alu2_stall = pending_valid[2] && state != STATE_P2;
    assign advint_stall = (pending_valid[3] && state != STATE_P3) | (pending_valid[4] && state != STATE_P4);
    assign memunit_stall = pending_valid[5] && state != STATE_P5;
    assign branch_stall = pending_valid[6] && state != STATE_P6;
    integer i;
    always @(posedge clk or negedge rst_n)
    begin
        if(~rst_n) begin
            for(i = 1; i <= 6; i = i + 1) begin
                pending_data[i] <= 64'h0;
                pending_rn[i] <= 6'h0;
                pending_valid[i] <= 0;
            end
        end else begin
            case(state)
            STATE_P1: pending_valid[1] <= 0;
            STATE_P2: pending_valid[2] <= 0;
            STATE_P3: pending_valid[3] <= 0;
            STATE_P4: pending_valid[4] <= 0;
            STATE_P5: pending_valid[5] <= 0;
            STATE_P6: pending_valid[6] <= 0;
            endcase
            if(alu1_valid & |alu1_rn) begin
                pending_data[1] <= alu1_result;
                pending_rn[1] <= alu1_rn;
                pending_valid[1] <= 1;
            end if(alu2_valid & |alu2_rn) begin
                pending_data[2] <= alu2_result;
                pending_rn[2] <= alu2_rn;
                pending_valid[2] <= 1;
            end if(advint_valid & (|advint_rn | |advint_rn2)) begin
                pending_data[3] <= advint_result;
                pending_rn[3] <= advint_rn;
                pending_valid[3] <= 1;
                pending_data[4] <= advint_result2;
                pending_rn[4] <= advint_rn2;
                pending_valid[4] <= 1;
            end if(memunit_valid & |memunit_rn) begin
                pending_data[5] <= memunit_result;
                pending_rn[5] <= memunit_rn;
                pending_valid[5] <= 1;
            end if(branch_valid) begin
                pending_data[6] <= branch_result;
                pending_rn[6] <= 6'd63;
                pending_valid[6] <= 1;
            end
        end
    end
    always @(posedge clk or negedge rst_n)
    begin
        if(~rst_n) state <= STATE_IDLE;
        else state <= next_state;
    end
    always @(*)
    begin
        if((pending_valid[6] & state != STATE_P6) | branch_valid) next_state = STATE_P6;
        else if((pending_valid[5] & state != STATE_P5) | (memunit_valid & |memunit_rn)) next_state = STATE_P5;
        else if((pending_valid[4] & state != STATE_P4) | (advint_valid & |advint_rn2)) next_state = STATE_P4;
        else if((pending_valid[3] & state != STATE_P3) | (advint_valid & |advint_rn)) next_state = STATE_P3;
        else if((pending_valid[2] & state != STATE_P2) | (alu2_valid & |alu2_rn)) next_state = STATE_P2;
        else if((pending_valid[1] & state != STATE_P1) | (alu1_valid & |alu1_rn)) next_state = STATE_P1;
        else next_state = STATE_IDLE;
    end
    assign write_data = state == STATE_P1 ? pending_data[1] :
                        state == STATE_P2 ? pending_data[2] :
                        state == STATE_P3 ? pending_data[3] :
                        state == STATE_P4 ? pending_data[4] :
                        state == STATE_P5 ? pending_data[5] :
                        state == STATE_P6 ? pending_data[6] :
                        64'h0;
    assign write_rn = state == STATE_P1 ? pending_rn[1] :
                      state == STATE_P2 ? pending_rn[2] :
                      state == STATE_P3 ? pending_rn[3] :
                      state == STATE_P4 ? pending_rn[4] :
                      state == STATE_P5 ? pending_rn[5] :
                      state == STATE_P6 ? pending_rn[6] :
                      6'h0;
endmodule
--- design/flow/constraint.sdc ---
current_design commit

set clk_period 8.4
set clk_io_pct 0.2

create_clock -name clk0 -period $clk_period [get_ports {clk}]

set non_clock_inputs [all_inputs -no_clocks]
set_input_delay [expr $clk_period * $clk_io_pct] -clock clk0 $non_clock_inputs
set_output_delay [expr $clk_period * $clk_io_pct] -clock clk0 [all_outputs]
--- design/flow/config.mk ---
export PLATFORM = sky130hd
export DESIGN_NAME = commit
export DESIGN_NICKNAME = commit
export VERILOG_FILES = /design/flow/design.v
export SDC_FILE = /design/flow/constraint.sdc
export NUM_CORES = 4
export LEC_CHECK = 1
export CORE_UTILIZATION = 40
==> impl_metrics.csv <==
group,metric,value,unit
run_status,outcome,"completed",
worst_hold_path,hold_path.startpoint,"pending_valid[6]",
route,ant_nets,0,
synth,synthesis.instances,1494,
critical_path,endpoint_kind,"primary output",
final_layout,drive_gt1_share,24.85,%
floorplanning,die_h,219.1,microns
route,wl,61980,microns
synth,yosys-top-cells-count,"dfrtp_1 (427), mux2_2 (374), nand2_1 (125)",
route,wl_met1,26140,microns
global_route,grt_start_max_net_pins,124,
floorplanning,ios,496,
critical_path,cp_cell_sequence,"nor2b_4 > buf_4 > a22oi_1 > o21ai_0 > a221o_1 > clkdlybuf4s50_1",
clock_tree,cts_made_buffers,48,
final_layout,layoutNonFillerInstCount,2610,
floorplanning,fp_util,40.51,%
worst_hold_path,min_to,"pending_valid[6]",
synth,top_cell_area_share,56.66,%
synth,ys.flops,428,
critical_path,rr_endpoint,"state[4]",
sta,rsz0062_at_grt,"no",
pwr,ir_worst_vdd,0.2096,mV
route,met3_length,4846,microns
critical_path,critPathBufInv,2,
synth,ys_cells,1494,
placement,post-place-ws,3.527,ns
worst_hold_path,hold_path_depth,1,
sta,relSlewSlack,47.68,%
route,routed.top_layer,"met5",
clock_tree,clock_path_buffers,3,
global_route,grt_pass1_wl,92200,microns
clock_tree,htreeDepth,2,
sta,fin_crit_sh,65.31,%
critical_path,worst_path_largest_cell_delay,0.75,ns
critical_path,start_kind,"flip-flop",
job,drv_cap,0,
synth,synthesis.area,0.01886,sq mm
global_route,grt_overflow,0,
critical_path,ff2ff_setup_slack,5.43,ns
pwr,cellLeakagePower,0.01062,uW
sta,clock-skew-final,0.01469,ns
critical_path,required,6.72,ns
synth,yosysUniqueCellTypes,40,
sta,worst_pin_slew,0.7848,ns
route,drt_iter0_markers,914,
sta,tns,0,ns
synth,synth-edff-count,0,
placement,place_inst,2503,
floorplanning,die_x,219.1,microns
critical_path,critical_path.top_delay_family,"buffers and inverters",
pwr,power_density,211.5,mW/mm^2
clock_tree,cts_hold_buf,0,
synth,yosysWarnings,3,
critical_path,crit_fanout,46,
sta,period_needed,5.486,ns
critical_path,r2r_start,"state[5]",
sta,timing.final.max_slew_violations,0,
clock_tree,cts_root_buf,"clkbuf_16",
sta,setup_ws,2.914,ns
synth,ys_async_sr_fraction,100.0,%
job,warning_count,37,
route,met2_length,28990,microns
synth,flop_cell,"dfrtp_1",
route,wl_per_cell,23.75,microns
synth,synthTopCellsByArea,"dfrtp_1 (57%), mux2_2 (22%), a22oi_1 (3.5%)",
placement,globalplace.congestion,0.8576,
clock_tree,cts_setup_buffers,0,
sta,hold_viol_final,0,
floorplanning,chip_area,0.04802,sq mm
global_route,track_usage,27.19,%
critical_path,slowest_stage,"dfrtp_4",
route,dr.pass1.iters,5,
synth,syn_avg_cell_area,12.62,sq um
worst_hold_path,hp-class,"reg -> reg",
critical_path,arrival,3.81,ns
global_route,antenna_found_initial,22,
critical_path,ff2ff_path_depth,5,
sta,max_freq,182.3,MHz
clock_tree,cts_resized,0,
synth,yosysTopAreaCell,"dfrtp_1",
critical_path,worstSetupPathType,"reg -> out",
synth,synth_seq_share,56.80,%
synth,yosysMostFrequentCell,"dfrtp_1",
floorplanning,rows,79,
placement,numPortBuffers,495,
floorplanning,core,0.04656,sq mm
route,vias,14160,
route,drc,0,
clock_tree,clock-sinks,428,
final_layout,area_delta_synth_final,38.01,%
route,vias_per_cell,5.425,
clock_tree,clock_latency,0.58,ns
placement,hpwlAfterDp,40440,microns
synth,ys_area,0.01886,sq mm
global_route,first_global_vias,14810,
sta,report.final.setup_viol,0,
clock_tree,clk_pin_slew,0.06,ns
clock_tree,cts_tree,"done",
==> per-stage QoR <==
stage          cell area [sq um]  power, uW  hold slack [ns]  util (%)
6_report                   26030       5506           0.4767     55.91
5_1_grt                    26010       5740           0.4971     55.87
4_1_cts                    25980       5565           0.4791     55.80
3_5_place_dp               24350       3382           0.4633     52.30
3_3_place_gp               24350       3371           0.4637     52.30
2_1_floorplan              18860       2813           0.4460         -
==> final cells by class <==
cell class | count | area (sq um)
fill | 3868 | 20530
sequential | 428 | 10720
multi-input combinational | 916 | 7555
timing repair buffer | 519 | 5187
clock buffer | 78 | 1505
tap | 607 | 759.5
clock inverter | 10 | 125.1
inverter | 33 | 123.9
antenna | 19 | 47.55
==> sequential cells by signal, indices dropped and copies added (netlist names) <==
| signal | count |
|---|---|
| state | 7 |
| pending_valid | 6 |
| pending_rn | 31 |
| pending_data | 384 |
==> cell families after synthesis <==
group	after synthesis	share of synthesized area [%]
AOI/OAI and AO/OA	346	13.06
buffers and inverters	150	3.437
DFF	428	56.80
muxes	374	22.33
and+or+nand+nor	196	4.379
==> where the power goes <==
group | total (uW) | switching [uW] | leakage [uW] | internal (uW)
Clock | 2160 | 853 | 0.000810 | 1310
Combinational | 949 | 352 | 0.00480 | 598
Sequential | 2390 | 125 | 0.00501 | 2270
==> layer usage <==
metal	up-vias	global-route usage [%]
li1	6415	-
met1	7140	39.51
met2	466	40.90
met3	122	7.912
met4	16	8.495
met5	-	0
==> worst max-delay path by stage <==
stage / to / startpoint / slack [ns] / depth (start not counted)
after CTS: write_data[13] / state[5] / 2.88 / 6
after global routing: write_data[13] / state[5] / 2.75 / 6
final: write_data[13] / state[5] / 2.91 / 6
==> placed cells by master, fill, tap and decap left out, drive strengths merged, types with 2 or more instances in the layout <==
cell type and count:
or2 3, inv 33, o211ai 20, a221oi 2
clkbuf 78, a221o 64, dfrtp 427, a21oi 53
mux2 374, nor4 3, bufinv 3, or4 4
a22o 3, nor2 46, buf 26, or3 2
nand2b 2, nand3b 3, clkdlybuf4s50 493, clkinv 7
o22ai 20, nand2 125, nor2b 4, o21ai 73
diode 19, a21o 4, a22oi 89, o221ai 6
o31ai 7
Power and IR drop assume default switching activity.
